<file path="flow/design.v">
`timescale 1ns / 1ps
module Bounce(
	input clk_in,
	input sig_in,
	output reg sig_out
    );
    parameter MAX = 2;
    reg [3:0] cnt;
    reg current_state, next_state, sig_buf;
    always@(*)
    case(current_state)
    	0:
    	begin
    		if(sig_in != sig_buf)
    		begin
    			next_state = 1;
    		end
    		if(sig_in == sig_buf)
    		begin
    			next_state = 0;
    		end
    	end
    	1:
    	begin
    		if(cnt == MAX)
    		begin
    			next_state = 0;
    		end
    		if(cnt < MAX)
    		begin
    			next_state = 1;
    		end
    	end
    endcase
    always@(posedge clk_in)
    begin
    	current_state <= next_state;
    	cnt <= cnt + 1;
    end
    always@(posedge clk_in)
    case(next_state)
    	0:cnt <= 0;
    	1:
    	begin
    		if(sig_in != sig_buf)
    		begin
    			sig_out <= sig_in;
    			sig_buf <= sig_in;
    		end
    	end
    endcase
endmodule
`timescale 1ns / 1ps
module Decoder(
	input [3:0] num,
    output reg [6:0] code
    );
    always@(*)
        case(num)
            4'd0:code[6:0]=7'b0111111;
            4'd1:code[6:0]=7'b0000110;
            4'd2:code[6:0]=7'b1011011;
            4'd3:code[6:0]=7'b1001111;
            4'd4:code[6:0]=7'b1100110;
            4'd5:code[6:0]=7'b1101101;
            4'd6:code[6:0]=7'b1111101;
            4'd7:code[6:0]=7'b0000111;
            4'd8:code[6:0]=7'b1111111;
            4'd9:code[6:0]=7'b1101111;
            4'd10:code[6:0]=7'b1110111;
            4'd11:code[6:0]=7'b1111100;
            4'd12:code[6:0]=7'b0111001;
            4'd13:code[6:0]=7'b1011110;
            4'd14:code[6:0]=7'b1111001;
            4'd15:code[6:0]=7'b1110001;
            default:code[6:0]=7'b0000000;
        endcase
endmodule
`timescale 1ns / 1ps
module Decoder_all(
	input [15:0] inData,
	output [27:0] outData
    );
    Decoder Decoder1(.num(inData[3:0]), .code(outData[27:21]));
    Decoder Decoder2(.num(inData[7:4]), .code(outData[20:14]));
    Decoder Decoder3(.num(inData[11:8]), .code(outData[13:7]));
    Decoder Decoder4(.num(inData[15:12]), .code(outData[6:0]));
endmodule
`timescale 1ns / 1ps
module Disp(
	input clk_sc,
	input en,
	input flag,
	input [27:0] code,
	output reg [3:0] seg_cs_pin,
	output reg [6:0] seg_data_1_pin
    );
    parameter [1:0] STATE_A = 2'b00;
    parameter [1:0] STATE_B = 2'b01;
    parameter [1:0] STATE_C = 2'b10;
    parameter [1:0] STATE_D = 2'b11;
    reg [1:0] current_state, next_state;
    always@(*)
    case(current_state)
    	STATE_A:next_state = STATE_B;
    	STATE_B:next_state = STATE_C;
    	STATE_C:next_state = STATE_D;
    	STATE_D:next_state = STATE_A;
    endcase
    always@(posedge clk_sc)
    begin
    	current_state <= next_state;
    end
    always@(posedge clk_sc)
	if(!en)
		begin
			if(!flag)
			begin
				seg_cs_pin <= 4'b0000;
				seg_data_1_pin[6:0] <= 7'b0000000;
			end
			else
			case(next_state)
				STATE_A:
				begin
					seg_cs_pin <= 4'b0100;
					seg_data_1_pin[6:0] <= 7'b1011100;
				end
				STATE_B:
				begin
					seg_cs_pin <= 4'b1000;
					seg_data_1_pin[6:0] <= 7'b1110101;
				end
				STATE_C:
				begin
					seg_cs_pin <= 4'b0100;
					seg_data_1_pin[6:0] <= 7'b1011100;
				end
				STATE_D:
				begin
					seg_cs_pin <= 4'b1000;
					seg_data_1_pin[6:0] <= 7'b1110101;
				end
			endcase
		end
	else
	case(next_state)
		STATE_A:
		begin
			seg_cs_pin <= 4'b0001;
			seg_data_1_pin[6:0] <= code[6:0];
		end
		STATE_B:
		begin
			seg_cs_pin <= 4'b0010;
			seg_data_1_pin[6:0] <= code[13:7];
		end
		STATE_C:
		begin
			seg_cs_pin <= 4'b0100;
			seg_data_1_pin[6:0] <= code[20:14];
		end
		STATE_D:
		begin
			seg_cs_pin <= 4'b1000;
			seg_data_1_pin[6:0] <= code[27:21];
		end
	endcase
endmodule
`timescale 1ns / 1ps
module FreqDiv(
	input clk_in,
	output reg clk_out
    );
    parameter N = 100000;
    reg [25:0] count;
    always@(posedge clk_in)
    begin
    	if(count == (N>>1)-1)
    	begin
    		clk_out <= ~clk_out;
    		count <= 0;
    	end
    	else
    	begin
    		count <= count + 1;
    	end
    end
endmodule
`timescale 1ns / 1ps
module SRAM(
    input sys_clk_in,
    input [15:0] sw_pin,
    input is_we_btn,
    output [3:0] seg_cs_pin,
    output [6:0] seg_data_1_pin,
    output sram_we_n,
    output [15:0] sram_addr,
    output sram_ub_n,
    output sram_lb_n,
    output sram_ce_n,
    output sram_oe_n,
    inout [15:0] sram_data
    );
    wire clk_sc, is_we_pos, clk_bounce, is_we;
    reg flag;
    reg [1:0] current_state = 2'd1, next_state;
    reg [15:0] sram_wr_data, sram_rd_data, sram_wr_addr, sram_rd_addr;
    wire [27:0] code;
    FreqDiv #(100000) FreqDiv1(.clk_in(sys_clk_in), .clk_out(clk_sc));
    FreqDiv #(5000000) FreqDiv2(.clk_in(sys_clk_in), .clk_out(clk_bounce));
    FreqDiv #(5000) FreqDiv3(.clk_in(sys_clk_in), .clk_out(clk));
    assign sram_ce_n = 0;
    assign sram_oe_n = 0;
    assign sram_ub_n = 0;
    assign sram_lb_n = 0;
    assign sram_we_n = !is_we;
    assign sram_data = (is_we) ? sram_wr_data : 16'bZZZZ_ZZZZ_ZZZZ_ZZZZ;
    assign sram_addr = (is_we) ? sram_wr_addr : sram_rd_addr;
    SignalPosedge signal_posedge1(.clk_in(sys_clk_in), .sig(is_we), .sig_pos(is_we_pos));
    Bounce #(2) Bounce1(.clk_in(clk_bounce), .sig_in(is_we_btn), .sig_out(is_we));
    always@(*)
    case (current_state)
        2'd0: next_state = is_we ? 1 : 2;
        2'd1: next_state = (sram_wr_addr < 16'b1111_1111_1111_1111) ? (is_we ? 0 : 2) : 2;
        2'd2: next_state = (sram_wr_addr < 16'b1111_1111_1111_1111) ? (is_we ? 1 : 2) : 2;
    endcase
    always@(posedge sys_clk_in)
    begin
        current_state <= next_state;
    end
    always@(posedge sys_clk_in)
    case (next_state)
        2'd0: 
        begin
            sram_wr_addr <= sram_wr_addr + 1;
        end
        2'd1:
        begin
            flag <= 0;
            sram_wr_data <= sw_pin + sram_wr_addr;
        end
        2'd2: 
        begin
            flag <= 1;
            if(is_we_pos)
                sram_wr_addr <= 16'b0000_0000_0000_0000;
            sram_rd_addr <= sw_pin;
        end
    endcase
    Decoder_all Decoder_all1(.inData(sram_data), .outData(code));
    Disp Disp1(.flag(flag), .clk_sc(clk_sc), .en(!is_we), .code(code), .seg_cs_pin(seg_cs_pin), .seg_data_1_pin(seg_data_1_pin));
endmodule
`timescale 1ns / 1ps
module SignalPosedge(
	input clk_in,
	input sig,
	output sig_pos
    );
    reg sig_buf;
    always@(posedge clk_in)
    begin
    	sig_buf <= sig;
    end
    assign sig_pos = sig&(!sig_buf);
endmodule
</file>
<file path="flow/run.sh">
#!/bin/bash
# OpenROAD 26Q1-2900-gdf79404cd8, Yosys 0.63+post, stock flow scripts
make -C /OpenROAD-flow-scripts/flow DESIGN_CONFIG=/design/flow/config.mk WORK_HOME=/design/flow/orfs finish
</file>
<file path="flow/config.mk">
export PLATFORM = sky130hd
export DESIGN_NAME = SRAM
export DESIGN_NICKNAME = SRAM
export VERILOG_FILES = /design/flow/design.v
export SDC_FILE = /design/flow/constraint.sdc
export NUM_CORES = 4
export LEC_CHECK = 1
export CORE_UTILIZATION = 30
</file>
<file path="flow/constraint.sdc">
current_design SRAM

set clk_period 5.2
set clk_io_pct 0.2

create_clock -name clk0 -period $clk_period [get_ports {sys_clk_in}]

set non_clock_inputs [all_inputs -no_clocks]
set_input_delay [expr $clk_period * $clk_io_pct] -clock clk0 $non_clock_inputs
set_output_delay [expr $clk_period * $clk_io_pct] -clock clk0 [all_outputs]
</file>
==> run notes <==
Physical design

The run stopped with a tool error. According to the logs, the last stage reached was 4_1_cts. The first error in the log reads "[error] [KeplerFormal.cpp:679] Workflow failed: Iso has multiple drivers: .sram_data14, sram_data[14]$_DFFE_PN_.Q0". RePlAce ended its routability-driven mode at a weighted congestion of slightly above 0.8. The standard-cell row count stands at approximately 54. 66 I/O pins were placed.

The main area contributors are sky130_fd_sc_hd__edfxtp_1 (23%), sky130_fd_sc_hd__dfxtp_1 (21%), sky130_fd_sc_hd__ha_1 (9.8%). Per the placement log, port buffering inserted approximately 45 buffers. The synthesis warning total stands at 18. The count of unclocked register or latch pins stands at 18. In the synthesized netlist the async set-or-reset flop fraction comes to 0%. Before CTS, the worst setup slack after placement is approximately 1800 ps. The post-synth design cell area stands at roughly 0.0067 mm^2. sky130_fd_sc_hd__edfxtp_1 takes more of the synthesized area than any other cell. The area share of the largest cell type after synthesis stands at 23.2%.

The HPWL after detailed placement stands at about 10 mm. The cell resize tally after clock tree synthesis stands at 0. Buffers inserted to repair hold after CTS numbered 0.

The width of the die stands at around 150 um. The maximum count of clock buffers along a single path stands at 2. The flip-flop and latch count after synthesis stands at 124.

The CTS report gives the tree buffer count as 9. The number of standard cells reported by yosys stands at about 670. The commonest register cell is sky130_fd_sc_hd__dfxtp_1. The H-tree depth stands at 3. The number of synthesized flops with an enable pin stands at roughly 52. The per-instance average area after synthesis stands at ~10 um^2. The number of setup buffers added after CTS stands at 0.

The number of unconstrained endpoints stands at a little under 70. The cell sitting at the root of the clock tree is a sky130_fd_sc_hd__clkbuf_16. Yosys reports a chip area of about 0.0067 mm^2.

The starting density of the core stands at between 30% and 40%. The number of unique standard cell types used by synthesis stands at roughly 64. The instance tally after logic synthesis stands at 666.

The floorplan die height stands at approximately 150 um.
==> logic make-up after synthesis <==
kind of cell | Yosys count | share of synthesized area (%)
other | 1 | 0.0557
adder cells (fa/ha/maj) | 54 | 10.1
latches | 3 | 0.669
buffers and inverters | 55 | 3.51
flip-flops | 121 | 43.7
AND/OR/NAND/NOR | 226 | 17.0
multiplexers | 35 | 6.32
AND-OR/OR-AND | 102 | 9.64
XOR/XNOR | 69 | 8.97
==> metrics by stage <==
step                util, %  area [um^2]  std cells
floorplan                 -         6750        670
detailed placement     34.2         7480        980
global placement       34.2         7480        980
==> synthesized netlist by cell type, drive strengths merged (9+ instances only) <==
library cell / number
dfxtp: 69
nor2: 68
ha: 53
edfxtp: 52
nand2: 52
xnor2: 41
inv: 35
nand3: 31
o21ai: 28
xor2: 28
a21oi: 24
mux2: 20
nand4: 16
nor3: 13
buf: 11
mux2i: 11
o211ai: 11
a211oi: 10
clkbuf: 9
